$ cat flow/design.v
`timescale 1ns / 1ps
module clock(
    input clk,
    input reset,
    output reg clk_display,
    output reg clk_blink
    );
    reg [31:0] countDisplay = 0;
    reg [31:0] countBlink = 0;
    parameter DIV_DISPLAY  = 200_000;       
    parameter DIV_BLINK   = 100_000_000;   
    initial begin
        clk_display = 0;
        clk_blink = 0;
    end
    always @(posedge clk) begin
        if (reset) begin
            countDisplay <= 0;
            clk_display  <= 0;
        end else begin
            if (countDisplay == DIV_DISPLAY - 1) begin
                countDisplay <= 0;
                clk_display <= 1;
            end else begin
                countDisplay <= countDisplay + 1;
                clk_display <= 0;
            end
        end
    end
    always @(posedge clk) begin
        if (reset) begin
            countBlink <= 0;
            clk_blink  <= 0;
        end else begin
            if (countBlink == DIV_BLINK - 1) begin
                countBlink <= 0;
                clk_blink <= 1;
            end else begin
                countBlink <= countBlink + 1;
                clk_blink <= 0;
            end
        end
    end
endmodule
`timescale 1ns / 1ps
module counter(
    input clk,
    input reset,
    input inc_counter,
    output [3:0] w_ones,
    output [3:0] w_high_score
    );
    reg [3:0] ones = 1'b1;
    reg [3:0] high_score = 1'b1;
    always @(posedge clk) begin
        if (reset) begin
            ones <= 1;   
        end
        if (inc_counter) begin
            if (ones == 8)
                ones <= 1;
            else
                ones <= ones + 1;
        end
        if (ones > high_score) begin
            high_score <= ones;
        end
    end
    assign w_ones = ones;
    assign w_high_score = high_score;
endmodule
`timescale 1ns / 1ps
`timescale 1ns / 1ps
module seg7_control(
    input clk_display,
    input reset,
    input [3:0] ones,
    output reg [0:6] seg,        
    output reg [3:0] digit       
    );
    parameter CLEAR = 7'b111_1111;   
    parameter ZERO  = 7'b000_0001;   
    parameter ONE   = 7'b100_1111;   
    parameter TWO   = 7'b001_0010;   
    parameter THREE = 7'b000_0110;   
    parameter FOUR  = 7'b100_1100;   
    parameter FIVE  = 7'b010_0100;   
    parameter SIX   = 7'b010_0000;   
    parameter SEVEN = 7'b000_1111;   
    parameter EIGHT = 7'b000_0000;   
    parameter NINE  = 7'b000_0100;   
    parameter L     = 7'b111_0001;
    parameter V     = 7'b100_0001;
    reg [1:0] digit_select = 0;      
    always @(posedge clk_display or posedge reset) begin
        if(reset) begin
            digit_select <= 0;
        end
        else
            digit_select <=  digit_select + 1;
    end
    always @(digit_select) begin
        case(digit_select) 
            2'b00 : digit = 4'b1110;    
            2'b01 : digit = 4'b1101;    
            2'b10 : digit = 4'b1011;    
            2'b11 : digit = 4'b0111;    
        endcase
    end
    always @*
        case(digit_select)
            2'b00 : begin        
                case(ones)
                    4'b0000 : seg = ZERO;
                    4'b0001 : seg = ONE;
                    4'b0010 : seg = TWO;
                    4'b0011 : seg = THREE;
                    4'b0100 : seg = FOUR;
                    4'b0101 : seg = FIVE;
                    4'b0110 : seg = SIX;
                    4'b0111 : seg = SEVEN;
                    4'b1000 : seg = EIGHT;
                    4'b1001 : seg = NINE;
                endcase
            end
            2'b01 : begin        
                seg = L;
            end
            2'b10 : begin        
                seg = V;
            end
            2'b11 : begin        
                seg = L;
            end
        endcase
endmodule
module encoder16to4 (
    input  [15:0] in,
    output [3:0] out
    );
    assign out = (in[15]) ? 4'd15 :
                 (in[14]) ? 4'd14 :
                 (in[13]) ? 4'd13 :
                 (in[12]) ? 4'd12 :
                 (in[11]) ? 4'd11 :
                 (in[10]) ? 4'd10 :
                 (in[9])  ? 4'd9  :
                 (in[8])  ? 4'd8  :
                 (in[7])  ? 4'd7  :
                 (in[6])  ? 4'd6  :
                 (in[5])  ? 4'd5  :
                 (in[4])  ? 4'd4  :
                 (in[3])  ? 4'd3  :
                 (in[2])  ? 4'd2  :
                 (in[1])  ? 4'd1  :
                 (in[0])  ? 4'd0  : 4'd0;
endmodule
`timescale 1ns / 1ps
module inputs(
    input clk,
    input [15:0] sw,
    output reg [15:0] sw_posedge
    );
    reg [1:0] shift_reg [15:0];   
    reg [15:0] sw_debounced;
    reg [15:0] sw_debounced_prev;
    always @(posedge clk) begin
        shift_reg[0]  <= {shift_reg[0][0], sw[0]};
        shift_reg[1]  <= {shift_reg[1][0], sw[1]};
        shift_reg[2]  <= {shift_reg[2][0], sw[2]};
        shift_reg[3]  <= {shift_reg[3][0], sw[3]};
        shift_reg[4]  <= {shift_reg[4][0], sw[4]};
        shift_reg[5]  <= {shift_reg[5][0], sw[5]};
        shift_reg[6]  <= {shift_reg[6][0], sw[6]};
        shift_reg[7]  <= {shift_reg[7][0], sw[7]};
        shift_reg[8]  <= {shift_reg[8][0], sw[8]};
        shift_reg[9]  <= {shift_reg[9][0], sw[9]};
        shift_reg[10] <= {shift_reg[10][0], sw[10]};
        shift_reg[11] <= {shift_reg[11][0], sw[11]};
        shift_reg[12] <= {shift_reg[12][0], sw[12]};
        shift_reg[13] <= {shift_reg[13][0], sw[13]};
        shift_reg[14] <= {shift_reg[14][0], sw[14]};
        shift_reg[15] <= {shift_reg[15][0], sw[15]};
        sw_debounced[0]  <= (shift_reg[0]  == 2'b11) ? 1 : (shift_reg[0]  == 2'b00) ? 0 : sw_debounced[0];
        sw_debounced[1]  <= (shift_reg[1]  == 2'b11) ? 1 : (shift_reg[1]  == 2'b00) ? 0 : sw_debounced[1];
        sw_debounced[2]  <= (shift_reg[2]  == 2'b11) ? 1 : (shift_reg[2]  == 2'b00) ? 0 : sw_debounced[2];
        sw_debounced[3]  <= (shift_reg[3]  == 2'b11) ? 1 : (shift_reg[3]  == 2'b00) ? 0 : sw_debounced[3];
        sw_debounced[4]  <= (shift_reg[4]  == 2'b11) ? 1 : (shift_reg[4]  == 2'b00) ? 0 : sw_debounced[4];
        sw_debounced[5]  <= (shift_reg[5]  == 2'b11) ? 1 : (shift_reg[5]  == 2'b00) ? 0 : sw_debounced[5];
        sw_debounced[6]  <= (shift_reg[6]  == 2'b11) ? 1 : (shift_reg[6]  == 2'b00) ? 0 : sw_debounced[6];
        sw_debounced[7]  <= (shift_reg[7]  == 2'b11) ? 1 : (shift_reg[7]  == 2'b00) ? 0 : sw_debounced[7];
        sw_debounced[8]  <= (shift_reg[8]  == 2'b11) ? 1 : (shift_reg[8]  == 2'b00) ? 0 : sw_debounced[8];
        sw_debounced[9]  <= (shift_reg[9]  == 2'b11) ? 1 : (shift_reg[9]  == 2'b00) ? 0 : sw_debounced[9];
        sw_debounced[10] <= (shift_reg[10] == 2'b11) ? 1 : (shift_reg[10] == 2'b00) ? 0 : sw_debounced[10];
        sw_debounced[11] <= (shift_reg[11] == 2'b11) ? 1 : (shift_reg[11] == 2'b00) ? 0 : sw_debounced[11];
        sw_debounced[12] <= (shift_reg[12] == 2'b11) ? 1 : (shift_reg[12] == 2'b00) ? 0 : sw_debounced[12];
        sw_debounced[13] <= (shift_reg[13] == 2'b11) ? 1 : (shift_reg[13] == 2'b00) ? 0 : sw_debounced[13];
        sw_debounced[14] <= (shift_reg[14] == 2'b11) ? 1 : (shift_reg[14] == 2'b00) ? 0 : sw_debounced[14];
        sw_debounced[15] <= (shift_reg[15] == 2'b11) ? 1 : (shift_reg[15] == 2'b00) ? 0 : sw_debounced[15];
        sw_posedge <= sw_debounced & ~sw_debounced_prev;
        sw_debounced_prev <= sw_debounced;
    end
endmodule
module player_seq(
    input clk,
    input restart,
    input[15:0] sw,
    input [3:0] level,
    output reg correct,
    output reg incorrect
    );
    reg[3:0] index = 0;  
    integer sequences[7:0];
    reg[31:0] player_input = 32'h00000000;
    wire[3:0] encoded_sw;
    initial begin
        sequences[0] = 32'h00000009;
        sequences[1] = 32'h000000a2;
        sequences[2] = 32'h00000f65;
        sequences[3] = 32'h000084a6;
        sequences[4] = 32'h000cc027;
        sequences[5] = 32'h0014b91a;
        sequences[6] = 32'h082ba092;
        sequences[7] = 32'h849ea746;
        correct = 0;
        incorrect = 0;
    end
    encoder16to4 encoder_(
        .in (sw),
        .out (encoded_sw)
    );
    always @(posedge clk) begin
        if (restart) begin
            player_input <= 32'h00000000;
            index <= 0;
        end
        else if (index > level) begin
            player_input <= 32'h00000000;
            index <= 0;
            correct <= ((player_input >> (32 - 4*(level+1))) == sequences[level]);
            incorrect <= ((player_input >> (32 - 4*(level+1))) != sequences[level]);
        end
        else if (sw) begin
            player_input <= (encoded_sw << 28) | (player_input >> 4);
            index = index + 1;
        end
        if (correct) begin
            correct <= 0;
        end
        if (incorrect) begin
            incorrect <= 0;
        end
    end
endmodule
`timescale 1ns / 1ps
module basys3(
    input clk,
    input [15:0] sw,
    input btn0,
    output [15:0] led,
    output [0:6] seg,
    output [3:0] digit,
    output sound,
    output [0:6] seg2,
    output seg2_sel
    );
    wire [15:0] sw_posedge;
    wire w_display;
    wire w_blink;
    wire [3:0] w_ones;
    wire [3:0] level;
    wire [3:0] w_high_score;
    reg start_seq;
    wire restart_input;
    wire reset_game;
    wire next_level;
    assign level = w_ones - 1;
    assign restart_input = btn0;
    initial begin
        start_seq = 1;
    end
    always @(posedge clk) begin
        if (reset_game || next_level) begin
            start_seq <= 1;
        end
        if (start_seq) begin
            start_seq <= 0;
        end
    end
    inputs inputs_(
        .clk (clk),
        .sw (sw),
        .sw_posedge (sw_posedge)
    );
    clock clock_(
        .clk (clk),
        .reset (reset_game),
        .clk_display (w_display),
        .clk_blink (w_blink)
    );
    seq_gen seq_gen_(
        .clk (clk),
        .clk_blink (w_blink),
        .reset (reset_game),
        .start_seq (start_seq),
        .level (level),
        .led (led)
    );
    player_seq player_seq_(
        .clk (clk),
        .restart (restart_input),
        .sw (sw_posedge),
        .level (level),
        .correct (next_level),
        .incorrect (reset_game)
    );
    tone_generator buzzer(
      .clk (clk),
      .correct (next_level),
      .incorrect (reset_game),
      .sound (sound)
    );
    counter counter_ (
        .clk            (clk),
        .reset          (reset_game),
        .inc_counter    (next_level),
        .w_ones         (w_ones),
        .w_high_score   (w_high_score)
    );
    seg7_control seg7_(
        .clk_display (w_display),
        .reset (reset_game),
        .ones (w_ones),
        .seg (seg),
        .digit (digit)
    );
    seg7_2_control seg7_2(
        .ones (w_high_score),
        .seg (seg2)
    );
    assign seg2_sel = 0;
endmodule
`timescale 1ns / 1ps
`timescale 1ns / 1ps
module seg7_2_control(
    input [3:0] ones,
    output reg [0:6] seg        
    );
    parameter ZERO  = ~7'b000_0001;   
    parameter ONE   = ~7'b100_1111;   
    parameter TWO   = ~7'b001_0010;   
    parameter THREE = ~7'b000_0110;   
    parameter FOUR  = ~7'b100_1100;   
    parameter FIVE  = ~7'b010_0100;   
    parameter SIX   = ~7'b010_0000;   
    parameter SEVEN = ~7'b000_1111;   
    parameter EIGHT = ~7'b000_0000;   
    parameter NINE  = ~7'b000_0100;   
    always @*
        case(ones)
            4'b0000 : seg = ZERO;
            4'b0001 : seg = ONE;
            4'b0010 : seg = TWO;
            4'b0011 : seg = THREE;
            4'b0100 : seg = FOUR;
            4'b0101 : seg = FIVE;
            4'b0110 : seg = SIX;
            4'b0111 : seg = SEVEN;
            4'b1000 : seg = EIGHT;
            4'b1001 : seg = NINE;
        endcase
endmodule
`timescale 1ns / 1ps
module seq_gen(
    input clk,
    input clk_blink,
    input reset,
    input start_seq,
    input[3:0] level,
    output[15:0] led
    );
    integer sequences[7:0];
    reg[3:0] index = 0;   
    reg[15:0] led_reg = 0;
    reg playing_seq = 0;
    initial begin
        sequences[0] = 32'h00000009;
        sequences[1] = 32'h000000a2;
        sequences[2] = 32'h00000f65;
        sequences[3] = 32'h000084a6;
        sequences[4] = 32'h000cc027;
        sequences[5] = 32'h0014b91a;
        sequences[6] = 32'h082ba092;
        sequences[7] = 32'h849ea746;
    end
    always @(posedge clk) begin
        if (reset) begin
            index <= 0;
            led_reg <= 0;
        end
        else if (start_seq) begin
            playing_seq <= 1;
        end
        else if (clk_blink && playing_seq) begin
            led_reg <= 0;
            if (index > level) begin
                playing_seq <= 0;
                index <= 0;
            end
            else begin
                led_reg[(sequences[level] >> (index * 4)) & 4'hF] <= 1'b1;
                index <= index + 1;
            end
        end
    end
    assign led = led_reg;
endmodule
module tone_generator(
    input clk,
    input correct,
    input incorrect,
    output sound
    );
    parameter DIV_CORRECT = (1 << 16);
    parameter DIV_INCORRECT = (1 << 19);
    parameter DIV_PLAYSOUND = 50_000_000;
    reg [32:0] sound_counter = 0;
    reg [32:0] play_counter = 0;
    reg play_enable = 0;
    reg sound_enable = 0;
    reg sound_sel = 0;   
    always @(posedge clk) begin
        if (correct) begin
            play_enable <= 1;
            sound_sel <= 1;
        end
        if (incorrect) begin
            play_enable <= 1;
            sound_sel <= 0;
        end
        if (play_counter == DIV_PLAYSOUND - 1) begin
            play_counter <= 0;
            play_enable <= 0;
            sound_counter <= 0;
            sound_enable <= 0;
        end
        if (play_enable) begin
            if (sound_sel) begin
                if (sound_counter == DIV_CORRECT - 1) begin
                    sound_enable <= ~sound_enable;
                    sound_counter <= 0;
                end
                else begin
                    sound_counter <= sound_counter + 1;
                end
            end
            else begin
                if (sound_counter == DIV_INCORRECT - 1) begin
                    sound_enable <= ~sound_enable;
                    sound_counter <= 0;
                end
                else begin
                    sound_counter <= sound_counter + 1;
                end
            end
            play_counter <= play_counter + 1;
        end
        else begin
            sound_counter <= 0;
            play_counter <= 0;
        end
    end
    assign sound = (play_enable & sound_enable);
endmodule
$ cat flow/run.sh
#!/bin/bash
# OpenROAD 26Q1-2900-gdf79404cd8, Yosys 0.63+post, stock flow scripts
make -C /OpenROAD-flow-scripts/flow DESIGN_CONFIG=/design/flow/config.mk WORK_HOME=/design/flow/orfs finish
$ cat flow/config.mk
export PLATFORM = sky130hd
export DESIGN_NAME = basys3
export DESIGN_NICKNAME = basys3
export VERILOG_FILES = /design/flow/design.v
export SDC_FILE = /design/flow/constraint.sdc
export NUM_CORES = 4
export LEC_CHECK = 1
export CORE_UTILIZATION = 30
$ cat flow/constraint.sdc
current_design basys3

set clk_period 9.9
set clk_io_pct 0.2

create_clock -name clk0 -period $clk_period [get_ports {clk}]

set non_clock_inputs [all_inputs -no_clocks]
set_input_delay [expr $clk_period * $clk_io_pct] -clock clk0 $non_clock_inputs
set_output_delay [expr $clk_period * $clk_io_pct] -clock clk0 [all_outputs]
==> notes.md <==
This memo summarizes the results of the implementation run.

STA
Setup repair after global routing left no endpoint under its margin. The final total negative setup slack is 0 ps. The actual slew at the worst max-slew pin is between 700 and 800 ps. The headroom to the max-slew limit is 0.522.

34 endpoints have no timing constraint. Static timing analysis puts the maximum clock frequency at 167 MHz. The timer found 16 register pins that no clock reaches; their paths are not timed. The final critical path time including I/O delays and setup is 5990 ps. The final timing report lists clock skew as 8.64 ps. Dividing the final minimum period by the clock period gives 0.605. The final number of setup-violating endpoints is 0.

The count of pins over their slew limit is 0. The final hold violation count recorded for this run is 0.

Power and ir drop
The final total power is between 0.002 and 0.003 W. The analysis attributes to cell leakage a power of 5.85 nW. The script computed a power per unit cell area of 165 mW/mm^2. The worst IR drop on VDD is 119 uV.

Critical path
STA classifies the critical path startpoint as a flop. For reference, the most critical setup path is categorized as reg2reg. The top fanout value on the critical path is 44. The data arrival time reported for the critical path is 6430 ps.

The endpoint type of the worst setup path is a flop. The data required time at the worst endpoint is 10340 ps.

GRT
Entering global routing, the biggest net connects 57 pins. The number of global-route vias before repair is 9921. The initial antenna violation count is 0. Across every metal layer, demand over resource in global routing totals 0.138. The total overflow left after global routing is 0. The global-route wire length before repair is 51.6 mm.

Synth
The distinct cell type count after synthesis is 87. The Yosys step of the flow raised 10 warnings. For this run, asynchronously set or reset flops after synthesis account for 0.00669. The post-synthesis cell count from yosys is about 1500. The most area-hungry cell type in the Yosys netlist is dfxtp_1. The synthesized design contains 9 enable-type register cells. The commonest register cell after synthesis is dfxtp_1.

By area the synthesized netlist is led by dfxtp_1 40%, nor2_1 4.9%, xor2_1 4.6%. The synthesized netlist occupies a cell area of 0.0136 mm^2. According to the Yosys statistics, the synthesized design has a chip area of roughly 0.014 mm^2. The synthesized netlist handed to floorplanning was reported with a cell count of 1527.

The portion of synthesized cell area occupied by the leading cell type is 0.403. Per the post-synthesis stats, the area per cell is ~9 um^2. Counting flops and latches in the post-synthesis netlist gives 299.

Clocking
The clock buffer count from CTS is 31. The maximum count of clock buffers along a single path is 3. For the worst-skew pair, the clock arrives at the later sink with an insertion delay of 560 ps. The clock-pin slew of the registers on the worst-case setup and hold paths is 60 ps.

The number of hold buffers added after CTS was 0. The clock tree from TritonCTS is done. The cell at the root of the clock tree is clkbuf_16. The post-cts sizing count is 0. Post-CTS timing repair inserted 0 buffers for setup. Per the CTS log, the maximum H-tree level is 1.

Place
The tally of buffers added on design ports is around 52. The global placer's final weighted congestion is 0.912. The placed wire-length estimate after detailed placement is 21.3 mm.

After detailed placement, the design holds a cell count of 2113. The total placed instance area is 0.0147 mm^2.

Detailed routing
The number of remaining DRC errors is 0. The final routed wire length divided by cell count is approximately 14 um. The post-route report lists met1 wire length as 15.3 mm. Summed over all nets, wire length on met2 after detailed routing comes to approximately 13 mm.

The tally of nets with antenna violations remaining after routing is 0. The first-pass detailed-route iteration total is 5. Per the detail_route report, inserted antenna diodes total 0.

Per the log, the first TritonRoute iteration ended with a DRC count of 686. The highest routing layer actually used is met4. The script logs the ratio of routed vias to standard cells as roughly 4.8. The total via count after detailed routing is 10400. The detailed router reported a total wirelength of 30.8 mm. The wire length on met3 is 1.28 mm.

Layout
For this run, the number of standard cells in the final layout without fillers is 2169. Per the layout report, the design carries approximately 4400 filler cells. The design area is 0.0157 mm^2. In the layout the commonest cells are 274 x dfxtp_1, 178 x nor2_1, 150 x nand2_1. In the final layout, the share of cells above drive strength 1 is 0.0710. Relative to the synthesized area, the layout overhead comes to 15.7%. In the final layout, the registers with the most flip-flops are buzzer.play_counter (33), buzzer.sound_counter (33). The commonest non-fill, non-tap cell in the layout is dfxtp_1. The utilization after layout is 0.354.

Floorplanning
The initial cell density of the core is 0.306. Row generation in the floorplan step produced between 70 and 80 rows. 54 I/O pins were placed.

The core area is around 0.045 mm^2. The die is 215 um wide. The area of the chip is around 0.046 mm^2. The die height is 215 um.

Run
The OpenROAD warning count is 38. The tool flagged a number of max-cap violations equal to 0.

Run status
The flow ran to the end, and the final reports show no timing, DRC or antenna violations.

Hold path
The class of the most critical hold timing path is reg2reg.
[path summary, 6_finish.rpt]
path	slack, ps	cells after the start	to	from
max	3910	17	player_seq_.incorrect	counter_.ones[1]
max reg2reg	3910	17	player_seq_.incorrect	counter_.ones[1]
min reg2reg	350	0	inputs_.shift_reg[15][1]	inputs_.shift_reg[15][0]
min	350	0	inputs_.shift_reg[15][1]	inputs_.shift_reg[15][0]
[kinds of logic after synthesis]
logic type | Yosys count | share of synthesized area
DFF | 285 | 0.426
latches | 14 | 0.0154
AOI/OAI and AO/OA | 233 | 0.113
other | 1 | 0.000275
buffers and inverters | 117 | 0.0357
muxes | 38 | 0.0335
xor gates and xnor gates | 129 | 0.0846
and+or+nand+nor | 657 | 0.245
adders and majority gates | 53 | 0.0454
[Yosys cell counts, types with 33 or more instances]
cell and count:
dfxtp_1 274, nand3_1 63, clkbuf_1 49, ha_1 35, and2_1 48, nand2_1 150
o21ai_0 47, nor2_1 178, xor2_1 71, a21oi_1 81, inv_1 45, xnor2_1 56
nor2b_1 33
[area by class of cell]
| cell class | instances | area [um^2] | share of cell area |
|---|---|---|---|
| clock buffers | 39 | 856 | 0.0543 |
| clock inverters | 17 | 214 | 0.0136 |
| inverters | 46 | 175 | 0.0111 |
| multi-input cells | 1111 | 7130 | 0.453 |
| flip-flops and latches | 299 | 6020 | 0.382 |
| well taps | 592 | 741 | 0.0470 |
| repair buffers | 65 | 618 | 0.0392 |
[metal layers]
layer,up-vias,global-route usage
li1,5364,-
met1,4817,0.207
met2,154,0.211
met3,62,0.0220
met4,0,0.0381
met5,-,0
[through the flow]
stage | worst slack (ps) | hold WS, ps
after floorplan | 4270 | 337
after CTS | 3840 | 358
after global routing | 3320 | 363
after global placement | 3990 | 344
after detailed placement | 3910 | 343
final | 3910 | 355
[critical path: stages, from the launching register on]
cell	delay (ps)
edfxtp_1	620
inv_1	200
ha_2	430
inv_1	270
ha_1	340
buf_4	390
inv_1	450
ha_1	470
o21ai_0	190
ha_1	250
nand2b_1	270
nor2_2	400
nand3_2	280
o311ai_2	310
o2111ai_1	190
nor4b_1	420
nand3_1	130
o31a_1	250
[power breakdown]
| part | switching (W) | total (W) | leakage (nW) | internal (W) |
|---|---|---|---|---|
| registers | 0.0000597 | 0.00127 | 2.46 | 0.00121 |
| logic | 0.0000709 | 0.000144 | 2.87 | 0.0000735 |
| clock network | 0.000465 | 0.00118 | 0.521 | 0.000718 |
No activity file was given, so power comes from the tool's default toggle rates.
